### design/flow/run.sh
#!/bin/bash
# OpenROAD 26Q1-2900-gdf79404cd8, Yosys 0.63+post, stock flow scripts
make -C /OpenROAD-flow-scripts/flow DESIGN_CONFIG=/design/flow/config.mk WORK_HOME=/design/flow/orfs finish
### design/flow/config.mk
export PLATFORM = sky130hd
export DESIGN_NAME = uart_rx_top
export DESIGN_NICKNAME = uart_rx_top
export VERILOG_FILES = /design/flow/design.v
export SDC_FILE = /design/flow/constraint.sdc
export NUM_CORES = 4
export LEC_CHECK = 1
export CORE_AREA = 10 10 106 106
export DIE_AREA = 0 0 116 116
### design/flow/constraint.sdc
current_design uart_rx_top

set clk_period 2.9
set clk_io_pct 0.2

create_clock -name clk0 -period $clk_period [get_ports {clk}]

set non_clock_inputs [all_inputs -no_clocks]
set_input_delay [expr $clk_period * $clk_io_pct] -clock clk0 $non_clock_inputs
set_output_delay [expr $clk_period * $clk_io_pct] -clock clk0 [all_outputs]
### design/flow/design.v
module uart_rx_top(
input clk, rst, baud_pulse, rx, sticky_parity, eps,
input pen,
input [1:0] wls,
output reg push,
output reg pe, fe, bi,
output reg [7:0] dout
    );
typedef enum logic [2:0] {idle = 0, start = 1, read = 2, parity = 3, stop = 4} state_type;
state_type state = idle;
reg rx_reg = 1'b1;
wire fall_edge;
always@(posedge clk)
begin
rx_reg <= rx;
end
assign fall_edge = rx_reg;
 reg [2:0] bitcnt;
 reg [3:0] count = 0;
 reg pe_reg;  
always@(posedge clk, posedge rst)    
 begin
 if(rst)
  begin
  state <= idle;
  push  <= 1'b0;
  pe    <= 1'b0;
  fe    <= 1'b0;
  bi    <= 1'b0;
  bitcnt <= 8'h00;
  end
 else
   begin
      push  <= 1'b0;
      if(baud_pulse)
         begin
                   case(state)
                           idle : 
                           begin
                             if(!fall_edge)
                             begin
                             state <= start;
                             count <= 5'd15;
                             end
                             else
                             begin
                             state <= idle;
                             end
                           end
                           start:
                           begin
                           count <= count - 1;
                           if(count == 5'd7)
                                begin
                                     if(rx == 1'b1)
                                       begin
                                       state <= idle;
                                       count <= 5'd15;
                                       end
                                      else
                                       begin
                                       state <= start;
                                       end
                                end
                           else if (count == 0)
                                 begin
                                 state <= read;
                                 count <= 5'd15;
                                 bitcnt <= {1'b1,wls};
                                 end
                           end
                           read: begin
                               count <= count - 1;
                                if(count == 5'd7)
                                begin
                                            case(wls)
                                            2'b00: dout <= {3'b000, rx, dout[4:1]}; 
                                            2'b01: dout <= {2'b00 , rx, dout[5:1]}; 
                                            2'b10: dout <= {1'b0  , rx, dout[6:1]}; 
                                            2'b11: dout <= {        rx, dout[7:1]}; 
                                            endcase
                                            state <= read;
                                end
                               else if (count == 0)
                                begin
                                        if(bitcnt == 0)
                                               begin
                                                                 case({sticky_parity, eps})
                                                                 2'b00: pe_reg <= ~^{rx,dout};  
                                                                 2'b01: pe_reg <= ^{rx,dout};  
                                                                 2'b10: pe_reg <= ~rx;  
                                                                 2'b00: pe_reg <= rx;  
                                                                 endcase
                                                       if(pen == 1'b1)
                                                             begin
                                                                 state <= parity;
                                                                 count  <= 5'd15;
                                                              end
                                                          else 
                                                                begin
                                                                state <= stop; 
                                                                count  <= 5'd15;
                                                                end
                                                         end   
                                           else
                                                      begin
                                                      bitcnt <= bitcnt - 1;
                                                      state  <= read;
                                                      count  <= 5'd15;
                                                      end   
                                 end
                           end
                           parity: 
                           begin
                                 count <= count - 1;
                                         if(count == 5'd7)
                                            begin
                                             pe <= pe_reg;
                                             state <= parity;
                                            end
                                       else if (count == 0)
                                             begin
                                             state <= stop;
                                             count <= 5'd15;
                                             end
                           end
                           stop : begin
                                  count <= count - 1;
                                      if(count == 5'd7)
                                            begin
                                             fe    <= ~rx;
                                             push  <= 1'b1;
                                             state <= stop;
                                            end
                                       else if (count == 0)
                                             begin
                                             state <= idle;
                                             count <= 5'd15;
                                             end
                                  end
                           default: ;
                   endcase
         end
   end
 end   
endmodule
==> results.json <==
{
  "grt_pass1_wl_um": 5040,
  "synthSimpleGateAreaFrac_pct": 16.0,
  "arrival_time_at_the_worst_endpoint_ps": 2210,
  "postRouteWirelength_um": 3140,
  "synth-main-ff-cell": "sky130_fd_sc_hd__edfxtp_1",
  "max_cap_viol_count": 0,
  "synthesis.instances": 144,
  "ys_async_sr_fraction_pct": 39.1,
  "cp_max_fo": 7,
  "top_register": "dout",
  "p_int_mw": 0.622,
  "slew_viol_final": 0,
  "cts_tree": "yes",
  "synth_cell_type_count": 38,
  "pin_count": 21,
  "placed_cell_area_mm2": 0.00169,
  "drive_above_1_share_pct": 6.75,
  "cts-htree-levels": 1,
  "syn_area_mm2": 0.00138,
  "die-width_um": 116,
  "end_kind": "register",
  "fp.coreArea_mm2": 0.00885,
  "synth.ff_latch_count": 23,
  "antenna-diode-count": 0,
  "status": "finished, final reports clean",
  "antenna_violations_before_repair": 0,
  "first_global_vias": 1041,
  "yosys_warnings": 1,
  "openroad.warnings": 29,
  "fin_setup_tns_ps": 0,
  "worst_setup_path_start_kind": "register",
  "chip_height_um": 116,
  "place_hpwl_um": 2450,
  "postCtsSetupRepairBufs": 0,
  "yosysChipArea_mm2": 0.00138,
  "timing.setup.critical_path_class": "reg -> reg",
  "row_count": 34,
  "tritoncts.num_buffers": 3,
  "net-switching-power_mw": 0.330,
  "worst_setup_path_startpoint": "count[0]$_DFFE_PP_",
  "power_density_mw_per_mm2": 549,
  "cp.required_ps": 3080,
  "xor_share_pct": 5.07,
  "crit_path_cells": "inv_1 > ha_1 > nor3b_2 > nand3b_1 > a21oi_2 > o21ai_0 > a22oi_1",
  "globalRoute.totalOverflow": 0,
  "die_area_mm2": 0.0135,
  "count_of_endpoints_failing_hold_in_the_final_timing_report": 0,
  "synth_adder_area_share_pct": 6.34,
  "power_leakage_nw": 0.657,
  "share_seq_of_total_power_pct": 48.6,
  "clkTransAtPathRegs_ps": 90,
  "post_layout_utilization_of_the_core_pct": 19.6,
  "clockBufferDepth": 2,
  "r2r_startpoint": "count[0]$_DFFE_PP_",
  "seq_area_frac_synth_pct": 46.0,
  "fp-utilization_pct": 15.6,
  "wl_per_cell_um": 11.6,
  "fin_area_mm2": 0.00173,
  "peakVddDrop_mv": 0.163,
  "logic_family": "AND-OR/OR-AND gates",
  "timing.critical_path.slowest_cell_delay_ps": 440,
  "cts_resized": 0,
  "ys_sh_aoi_pct": 17.2,
  "grtUsageTotal_pct": 4.56,
  "place.port_buffers": 19,
  "hold_class": "reg -> reg",
  "biggestRegsByFlops": "dout: 8 flops, count: 4 flops",
  "drt-vias-per-instance": 3.99,
  "clock_sink_count": 23,
  "worst_path_max_delay_cell": "sky130_fd_sc_hd__edfxtp_1",
  "worstPathBufferInverterCount": 1,
  "final_critical_path_share_of_the_clock_period_pct": 69.8,
  "power.clock.fraction_pct": 21.3,
  "cts-root-buf": "sky130_fd_sc_hd__clkbuf_8",
  "swShare_pct": 34.7,
  "vias": 1080,
  "drc_errors": 0,
  "crit_family": "AND-OR/OR-AND gates",
  "synth.area.mux_share_pct": 3.08,
  "dr.pass1.iters": 4,
  "synthesis.area_per_instance_um2": 9.59,
  "syn2layout_area_growth_pct": 25.5,
  "grt_start_max_net_pins": 15,
  "largest_register_ffs": 8,
  "setup_repair_after_global_routing_missed_its_margin": "false",
  "worst_hold_startpoint": "dout[3]$_DFFE_PP_",
  "detail-route-antenna-nets": 0,
  "timing.clock.skew_ps": 1.75,
  "final-setup-viol-count": 0,
  "fin_crit_ps": 2020,
  "cts_hold_repair.buffers": 0,
  "detail_route.iter0.violations": 30,
  "fmax_ghz": 0.494,
  "clk_latency_ps": 260,
  "gp_congestion": 0.797,
  "synth-cells-yosys": 144,
  "power.share.combinational_pct": 30.1,
  "post_synth_edffs": 13
}
[power by group through the flow]
stage     clock network [mW]  registers, mW  logic, mW
6_report               0.203          0.463      0.287
5_1_grt                0.218          0.470      0.330
4_1_cts                0.210          0.461      0.289
[cells in the final DEF (no fill, tap or decap), types with 2 or more instances in the layout]
cell and count:
sky130_fd_sc_hd__o31ai_1 3, sky130_fd_sc_hd__clkbuf_8 3, sky130_fd_sc_hd__and3_1 2, sky130_fd_sc_hd__clkdlybuf4s50_1 19, sky130_fd_sc_hd__inv_1 15, sky130_fd_sc_hd__nor2_1 13
sky130_fd_sc_hd__mux2_2 2, sky130_fd_sc_hd__nor3_1 2, sky130_fd_sc_hd__xnor2_1 8, sky130_fd_sc_hd__nand3_1 3, sky130_fd_sc_hd__dfrtp_1 9, sky130_fd_sc_hd__o21a_1 2
sky130_fd_sc_hd__o21ai_0 10, sky130_fd_sc_hd__a21oi_1 8, sky130_fd_sc_hd__ha_1 7, sky130_fd_sc_hd__nor2b_1 2, sky130_fd_sc_hd__nand2_1 14, sky130_fd_sc_hd__mux2i_1 2
sky130_fd_sc_hd__edfxtp_1 13, sky130_fd_sc_hd__a31oi_1 2, sky130_fd_sc_hd__nand2b_1 3, sky130_fd_sc_hd__o22ai_1 2, sky130_fd_sc_hd__or4_1 2
[stage by stage]
step                hold slack, ps  worst slack (ps)  power, mW  std cells
floorplan                      416              1030      0.674        144
global placement               488               678      0.749        267
detailed placement             487               656      0.754        267
CTS                            508               897      0.959        271
global route                   523               733       1.02        271
finish                         503               876      0.952        271
[cell type report]
| type | count | area (µm²) |
|---|---|---|
| multi-input combinational | 101 | 663 |
| clock inverter | 1 | 5.00 |
| inverter | 15 | 56.3 |
| fill | 946 | 7110 |
| sequential | 23 | 636 |
| timing repair buffer | 20 | 198 |
| tap | 108 | 135 |
| clock buffer | 3 | 41.3 |
[logic make-up (layout without fill, tap and decap cells)]
group,Yosys count,count (layout)
xor gates and xnor gates,8,8
DFF,23,23
other,1,1
adders and majority gates,7,7
buffers and inverters,20,39
muxes,4,4
and+or+nand+nor,45,45
AOI/OAI and AO/OA,36,36
[synth_stat cells, types with 3 or more instances]
cell	count	area, µm²
sky130_fd_sc_hd__o21ai_0	10	50.1
sky130_fd_sc_hd__o31ai_1	3	22.5
sky130_fd_sc_hd__xnor2_1	8	70.1
sky130_fd_sc_hd__inv_1	15	56.3
sky130_fd_sc_hd__clkbuf_1	3	11.3
sky130_fd_sc_hd__a21oi_1	8	40.0
sky130_fd_sc_hd__nand2b_1	3	18.8
sky130_fd_sc_hd__nor2_1	13	48.8
sky130_fd_sc_hd__nand2_1	14	52.6
sky130_fd_sc_hd__edfxtp_1	13	390
sky130_fd_sc_hd__dfrtp_1	9	225
sky130_fd_sc_hd__ha_1	7	87.6
sky130_fd_sc_hd__nand3_1	3	15.0
[metal layers]
metal,global-route usage (%),part of all wire (%)
met5,0,0
met4,0.500,0
met3,1.83,8.5
met1,5.98,46
met2,7.21,46
[worst paths after layout]
kind / cells past startpoint / slack (ps) / end
worst max-delay path: 7 / 880 / bitcnt[2]$_DFFE_PP0P_
worst min-delay path: 0 / 500 / dout[2]$_DFFE_PP_
worst max register to register: 7 / 880 / bitcnt[2]$_DFFE_PP0P_
worst min register to register: 0 / 500 / dout[2]$_DFFE_PP_
max in group asynchronous: 2 / 1920 / state[2]$_DFFE_PP0P_
min in group asynchronous: 2 / 690 / fe$_DFFE_PP0P_
[worst reg2reg max path: cells and delay by family (launching register included)]
family / cells / cell delay (ps)
compound gates: 3 / 620
flops: 1 / 440
buf+inv: 1 / 130
simple gates: 2 / 530
fa+ha+maj: 1 / 230
Power figures rest on the tool's default switching activity, not on a simulated workload.
