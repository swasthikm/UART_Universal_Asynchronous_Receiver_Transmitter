$ cat ./config.mk
export PLATFORM = sky130hd
export DESIGN_NAME = uart_tx_top
export DESIGN_NICKNAME = uart_tx_top
export VERILOG_FILES = /design/flow/design.v
export SDC_FILE = /design/flow/constraint.sdc
export NUM_CORES = 4
export LEC_CHECK = 1
export CORE_AREA = 10 10 111 111
export DIE_AREA = 0 0 121 121
$ cat ./constraint.sdc
current_design uart_tx_top

set clk_period 3.3
set clk_io_pct 0.2

create_clock -name clk0 -period $clk_period [get_ports {clk}]

set non_clock_inputs [all_inputs -no_clocks]
set_input_delay [expr $clk_period * $clk_io_pct] -clock clk0 $non_clock_inputs
set_output_delay [expr $clk_period * $clk_io_pct] -clock clk0 [all_outputs]
$ cat ./design.v
module uart_tx_top(
input clk, rst, baud_pulse, pen, thre, stb, sticky_parity, eps, set_break,
input [7:0] din,
input [1:0] wls,
output reg pop, sreg_empty,tx
);
typedef enum logic [1:0] {idle = 0, start = 1 , send = 2 , parity = 3} state_type;
state_type state = idle;   
 reg [7:0] shft_reg;
 reg tx_data;
 reg d_parity;
 reg [2:0] bitcnt = 0;
 reg [4:0] count = 5'd15;
 reg parity_out;
 always@(posedge clk, posedge rst)
 begin
     if(rst)
       begin
       state  <= idle;
       count  <= 5'd15;
       bitcnt <= 0;
       shft_reg   <= 8'bxxxxxxxx;
       pop        <= 1'b0;
       sreg_empty <= 1'b0;
       tx_data    <= 1'b1;  
       end
     else if(baud_pulse)
        begin
           case(state)
             idle: 
              begin
                if(thre == 1'b0)  
                begin 
                    if(count != 0)
                      begin
                      count <= count - 1;
                      state <= idle;
                      end
                    else
                      begin
                      count <= 5'd15;
                      state <= start;
                      bitcnt  <= {1'b1,wls};
                         pop         <= 1'b1;   
                         shft_reg    <= din;    
                         sreg_empty  <= 1'b0;
                         tx_data <= 1'b0;  
                      end
                 end
              end
             start: 
               begin
                     if( count != 0)
                      begin
                      count <= count - 1;
                      state <= start;
                      end
                    else
                      begin
                      count  <= 5'd15;
                      state  <= send;
                         case(wls)
                         2'b00: d_parity <= ^shft_reg[4:0];  
                         2'b01: d_parity <= ^shft_reg[5:0];   
                         2'b10: d_parity <= ^shft_reg[6:0];   
                         2'b11: d_parity <= ^shft_reg[7:0];   
                         endcase
                      tx_data    <= shft_reg[0]; 
                      shft_reg   <= shft_reg >> 1; 
                      pop        <= 1'b0;
                      end
               end
             send: 
               begin
                       case({sticky_parity, eps})
                        2'b00: parity_out <= ~d_parity;
                        2'b01: parity_out <= d_parity;
                        2'b10: parity_out <= 1'b1;
                        2'b11: parity_out <= 1'b0;
                        endcase
                     if(bitcnt != 0)
                          begin
                                if(count != 0)
                                  begin
                                  count <= count - 1;
                                  state <= send;  
                                  end
                                else
                                  begin
                                  count <= 5'd15;
                                  bitcnt <= bitcnt - 1;
                                  tx_data    <= shft_reg[0]; 
                                  shft_reg   <= shft_reg >> 1;
                                  state <= send;
                                  end
                             end
                       else
                          begin
                                if(count != 0)
                                  begin
                                  count <= count - 1;
                                  state <= send;  
                                  end
                                else
                                  begin
                                   count <= 5'd15;
                                   sreg_empty <= 1'b1;
                                      if(pen == 1'b1)
                                       begin
                                         state <= parity;
                                         count <= 5'd15;
                                         tx_data <= parity_out;
                                       end  
                                      else
                                       begin
                                         tx_data <= 1'b1;
                                         count   <= (stb == 1'b0 )? 5'd15 :(wls == 2'b00) ? 5'd23 : 5'd31;
                                         state   <= idle;
                                       end  
                                  end
                        end 
               end
             parity: 
               begin
                     if(count != 0)
                      begin
                      count <= count - 1;
                      state <= parity;
                      end
                    else
                      begin
                      tx_data <= 1'b1;
                      count   <= (stb == 1'b0 )? 5'd15 :(wls == 2'b00) ? 5'd17 : 5'd31;
                      state <= idle;
                      end
               end 
             default: ;
            endcase   
        end
 end
always@(posedge clk, posedge rst)
begin
if(rst)
  tx <= 1'b1;
else
  tx <= tx_data & ~set_break;
end    
endmodule
$ cat ./run.sh
#!/bin/bash
# OpenROAD 26Q1-2900-gdf79404cd8, Yosys 0.63+post, stock flow scripts
make -C /OpenROAD-flow-scripts/flow DESIGN_CONFIG=/design/flow/config.mk WORK_HOME=/design/flow/orfs finish
==> run summary <==
Latest figures from synthesis and place and route.

The power consumption is 1.38 mW. The critical path is of the reg2reg type. The number of buffers inserted to repair setup after CTS is 0. Global routing used under 10% of the available tracks. The routed design ends up with an antenna cell count of 0. The first-pass GRT wire length is 6.07 mm. The number of flip-flops and latches in the synthesized netlist is 24.

For the finished layout, the period the worst path requires is about 2500 ps. The number of buffers inserted during clock tree synthesis is 3. The clock passes through at most 2 buffers. The worst stage delay on the critical path is ~800 ps. For this run the detailed placement stage logged an HPWL of between 2 and 3 mm. The timing report attributes the biggest portion of critical-path delay to simple AND/OR/NAND/NOR gates. The via count of the first global-routing pass is around 1,200. The run reported a max-capacitance violation count of 0. The violation tally recorded at the end of detailed-routing iteration 0 is roughly 68. The insertion delay to the later sink of the worst-skew pair is ~270 ps. Hold repair after CTS inserted 0 buffers. The mean post-synth cell area is 9.39 sq um. According to the report, the first pass of detailed routing completed in 4 iterations. The worst setup path is launched from a flop.

The layout summary lists the proportion of cells stronger than drive strength 1 as 9.34%. The die area is ~15,000 sq um. The final weighted congestion of routability-driven global placement is between 0.8 and 0.9.

The floorplan has 36 rows. The initial antenna violation count is 0. The run finished with clean final reports. The width of the die is around 120 um. In this run the worst hold path is classified as reg2reg. The cell sequence reported for the critical path is inv_1, ha_1, or4b_1, nor4_4, o21ai_0. Counting flops with an async set or reset pin after synthesis yields a share of between 90 and 100%. Post-CTS repair changed the size of 0 cells.

Across the VDD grid, the largest voltage drop is roughly 210 uV. The signed area change from the synthesized netlist to the final layout is 27.9%. In the synthesized netlist the dominant register cell turns out to be dfrtp_1.

Post-route period utilization is reported as ~74%. The TritonCTS clock tree is done. Synthesis produced ~160 cells.

In the post-route report, total wirelength is listed as approximately 3.6 mm. The core box area is 9860 sq um. According to the timing report, the arrival time at the worst endpoint equals 2580 ps. Power spread over the standard cell area amounts to around 700 nW/um^2. For this design the top-level I/O count stands at 22.

The total tool warning count is 30. The type of element capturing the critical path is a flop. The maximum number of pins on one net before global-route repair is 24. The clock sink count is 24. The final-layout setup total negative slack is 0 ps. Once the floorplan was initialized, standard cells occupied between 15 and 20% of the core. Setup repair after global routing left no endpoint under its margin. Before any placement, the netlist area is recorded as ~1500 sq um.

For this design, Yosys synthesis ends with a cell count of between 150 and 200. The routed design shows a wire length per standard cell of around 11 um. The data required time of the worst path is 3430 ps. For reference, the final report shows the hold violation count at 0. The share of the Yosys chip area taken by registers is between 40% and 50%. The total vias in the final route is between 1,000 and 1,500. Post-synthesis, Yosys gives the total cell area as around 1500 sq um. The yosys warning tally is 1. The critical path maximum fanout is 16. The number of design rule violations left after detail routing is 0. The vertical die size is between 100 and 150 um.

CTS placed an instance of clkbuf_8 at the clock tree root. For this run, the detailed router reports a per-instance via density of ~3.9. In this run, synthesis inferred 2 flip-flops with an integrated enable.

Headroom to the max-slew limit came out at between 40% and 50%. The final-report setup violation count is 0. Looking at the clock tree report, the H-tree level count equals 1. The master of the slowest instance on the critical path is nor4_4. The peak clock frequency supported by timing is between 400 and 500 MHz. The count of buffering cells on the critical path with inverters included is 1. The timing report gives the clock slew at the launch and capture registers of the worst setup and hold paths as about 100 ps.

At the pin with the least slew margin, the transition time is ~810 ps. The number of buffers added on ports is 21. After layout, the setup clock skew is reported as slightly below 7 ps. The antenna violation net count after detailed routing is 0. The leakage power total is between 0.7 and 0.8 nW. For reference, the final report shows the max-slew violation count at 0.

The unique cell type count in the Yosys netlist is approximately 45. The register with the most flip-flops in the layout has 8 of them. The overall overflow remaining after global route is 0.
==> cell usage in the layout, fill, tap and decap left out, drive strengths merged, types with 6 or more instances in the layout <==
cell type,count
nor2,21
clkdlybuf4s50,21
dfrtp,16
a21oi,14
inv,12
nand2,10
mux2i,9
o21ai,8
ha,8
xnor2,7
dfstp,6
==> through the flow <==
step | utilization (%) | worst slack (ps) | hold slack [ps] | area (sq um) | cells
finish | 19.7 | 847 | 495 | 1950 | 315
global route | 19.7 | 630 | 511 | 1950 | 315
CTS | 19.7 | 866 | 497 | 1950 | 315
detailed placement | 19.0 | 769 | 484 | 1870 | 311
global placement | 19.0 | 838 | 478 | 1870 | 311
floorplan | - | 1340 | 464 | 1520 | 162
==> layer usage <==
layer	GRT usage (%)	wire length (um)
met1	7.20	1840
met2	7.99	1600
met3	1.23	165
met4	0.151	6
met5	0	0
==> power breakdown <==
part	switching (mW)	total (mW)	leakage [nW]	internal, mW
Combinational	0.295	0.585	0.440	0.291
Clock	0.103	0.266	0.0357	0.162
Sequential	0.102	0.530	0.271	0.429
==> logic make-up after synthesis <==
| logic type | share of synthesized area (%) |
|---|---|
| AOI/OAI and AO/OA | 18.7 |
| xor gates and xnor gates | 4.03 |
| adders and majority gates | 6.58 |
| buffers and inverters | 5.02 |
| DFF | 40.6 |
| muxes | 6.66 |
| and+or+nand+nor | 18.4 |
==> cells in the mapped netlist, types with 2 or more instances <==
cell,n,area share [%]
nor2_1,21,5.2
dfrtp_1,16,26
a21oi_1,12,3.9
inv_1,12,3.0
nand2_1,10,2.5
mux2i_1,9,5.9
ha_1,8,6.6
o21ai_0,8,2.6
xnor2_1,7,4.0
dfstp_2,6,10
nor3_1,4,1.3
a211oi_1,3,1.5
a31oi_1,3,1.2
clkbuf_1,3,0.74
nand3b_1,3,1.5
o31ai_1,3,1.5
a21oi_2,2,1.2
and3_1,2,0.82
edfxtp_1,2,3.9
nor2b_1,2,0.82
o211ai_1,2,0.99
==> area by class of cell <==
class / instances / area (sq um)
Clock buffer: 3 / 41.3
Clock inverter: 1 / 30.0
Fill cell: 1060 / 7920
Inverter: 12 / 45.0
Multi-Input combinational cell: 120 / 827
Sequential cell: 24 / 618
Tap cell: 133 / 166
Timing Repair Buffer: 22 / 218
==> worst reg2reg max path: stages (launching register included) <==
cell	delay, ps
dfstp_2	380
inv_1	90
ha_1	190
or4b_1	680
nor4_4	810
o21ai_0	180
==> path summary, 6_finish.rpt <==
| kind | start | end | slack (ps) | depth (start not counted) |
|---|---|---|---|---|
| setup / recovery | count[0] | shft_reg[7] | 850 | 5 |
| max in group asynchronous | rst | count[0] | 2220 | 3 |
| min in group asynchronous | rst | bitcnt[1] | 790 | 3 |
| hold reg to reg | tx_data | tx | 500 | 1 |
| setup reg to reg | count[0] | shft_reg[7] | 850 | 5 |
| hold / removal | tx_data | tx | 500 | 1 |
Power and IR drop assume default switching activity.
