### flow/design.v
module fifo_top(
input rst, clk, en, push_in, pop_in,
input [7:0] din,
output [7:0] dout,
output empty, full, overrun, underrun, 
input [3:0] threshold,
output thre_trigger
);
reg [7:0] mem [16];
reg [3:0] waddr = 0;
logic push , pop ;
reg empty_t = 0;
always@(posedge clk, posedge rst)
begin
if(rst)
  begin
  empty_t <= 1'b0; 
  end
  else
  begin
    case({push, pop})
     2'b01: empty_t <=  (~|(waddr) | ~en );
     2'b10: empty_t <= 1'b0;
     default : ;
     endcase
  end
end
reg full_t = 0;
always@(posedge clk, posedge rst)
begin
if(rst)
  begin
  full_t <= 1'b0; 
  end
  else
  begin
    case({push, pop})
     2'b10: full_t <=  (&(waddr) | ~en );
     2'b01: full_t <= 1'b0;
     default : ;
     endcase
  end
end
assign push = push_in & ~full_t;
assign pop  = pop_in  & ~empty_t;
assign dout = mem[0];
always@(posedge clk, posedge rst)
begin
if(rst)
begin
            waddr <= 4'h0;
end
else
begin
         case({push, pop})
         2'b10:
             begin
             if(waddr != 4'hf && full_t == 1'b0) 
              waddr <= waddr + 1;
             else
              waddr <= waddr;
            end
         2'b01:
             begin
              if(waddr != 0 && empty_t == 1'b0)
              waddr <= waddr - 1;
              else
              waddr <= waddr;
             end
         default: ;
         endcase
end
end
always@(posedge clk)
begin
case({push, pop})
2'b00: ;
2'b01: begin  
        for(int i = 0; i < 14; i++)
        begin
        mem[i] <= mem[i+1];
        end
        mem[15] <= 8'h00;
end
2'b10 : begin
       mem[waddr] <= din;
end
2'b11 :  begin
        for(int i = 0; i < 14; i++)
        begin
        mem[i] <= mem[i+1];
        end
        mem[15] <= 8'h00;
        mem[waddr - 1] <= din;
end
endcase
end
reg underrun_t = 0;
always@(posedge clk, posedge rst)
begin
 if(rst)
  underrun_t <= 1'b0;
 else if(pop_in == 1'b1 && empty_t == 1'b1)
  underrun_t <= 1'b1;
 else
  underrun_t <= 1'b0;
end
reg overrun_t = 1'b0;
always@(posedge clk, posedge rst)
begin
if(rst)
   overrun_t <= 1'b0; 
  else if(push_in == 1'b1 && full_t == 1'b1)
   overrun_t <= 1'b1;
  else
   overrun_t <= 1'b0;  
end
reg thre_t = 0;
always@(posedge clk, posedge rst)
begin
if(rst)
  begin
  thre_t <= 1'b0; 
  end
  else if(push ^ pop)  
  begin
  thre_t <= (waddr >= threshold ) ? 1'b1 : 1'b0;
  end
end
assign empty = empty_t;
assign full = full_t;
assign overrun = overrun_t;
assign underrun = underrun_t;
assign thre_trigger = thre_t; 
endmodule
### flow/config.mk
export PLATFORM = sky130hd
export DESIGN_NAME = fifo_top
export DESIGN_NICKNAME = fifo_top
export VERILOG_FILES = /design/flow/design.v
export SDC_FILE = /design/flow/constraint.sdc
export NUM_CORES = 4
export LEC_CHECK = 1
export CORE_UTILIZATION = 40
### flow/constraint.sdc
current_design fifo_top

set clk_period 4.7
set clk_io_pct 0.2

create_clock -name clk0 -period $clk_period [get_ports {clk}]

set non_clock_inputs [all_inputs -no_clocks]
set_input_delay [expr $clk_period * $clk_io_pct] -clock clk0 $non_clock_inputs
set_output_delay [expr $clk_period * $clk_io_pct] -clock clk0 [all_outputs]
### flow/run.sh
#!/bin/bash
# OpenROAD 26Q1-2900-gdf79404cd8, Yosys 0.63+post, stock flow scripts
make -C /OpenROAD-flow-scripts/flow DESIGN_CONFIG=/design/flow/config.mk WORK_HOME=/design/flow/orfs finish
==> results_slide.txt <==
Synthesis and Place & Route Summary

Run status
  – Outcome: finished, final reports clean

Clock tree
  – CTS root buffer: clkbuf_16
  – CTS Hold Buffers Added: 0
  – Clock slew at reported path FFs: around 50 ps
  – Max Root-Sink Buffers: 2
  – CTS tree: built
  – CTS Buf Count: 17
  – H-tree Lvls: 4
  – Clk ins delay skew pair: between 400 and 500 ps
  – Number of gates resized after CTS: 0
  – Post-CTS Setup Repair Bufs: 0
  – CTS sink count: ~130

GRT
  – Overflow left after global routing: 0
  – Initial antenna violation count: 0
  – Largest net degree at the start of global routing: 17
  – First-pass GRT wire length: about 17 mm
  – Vias in the first global route: 3158
  – GRT Util Overall: about 14%

Power
  – Static leakage: around 2.6 nW
  – VDD IR-drop max: approximately 0.35 mV
  – Pwr per Cell Area: around 590 mW/mm^2
  – Total Power: approximately 4.1 mW

Placed design
  – Post-DP HPWL: approximately 6.8 mm
  – PortBufs: 29
  – Final Wtd Congestion: approximately 0.83
  – DP Area: around 0.0065 mm^2
  – Pre-CTS setup slack: about 630 ps
  – Dpl cells: between 500 and 600

Critical path
  – Reg2reg start: full_t
  – Startpoint types: primary input
  – Setup crit end kind: flop
  – Worst Path Required: 4730 ps
  – Crit path kind: in2reg
  – Reg2Reg Setup Slack: between 1500 and 2000 ps
  – Worst flop-to-flop path endpoint: mem[0][3]
  – Worst Path Max Fanout: 13
  – Worst EP arrival: 3710 ps
  – R2R depth: 8

Floorplan
  – Die Ht: between 100 and 150 um
  – # IOs: 30
  – Die W: roughly 130 um
  – Rows: 44
  – DIE AREA: roughly 0.016 mm^2
  – Core Box Area: ~0.015 mm^2
  – Initial Util: just over 40%

Synthesis
  – Adder-Cell Fraction of Synth Area: 1.85%
  – Asr flop ratio synth: under 10%
  – Cell area after synthesis: 0.00608 mm^2
  – Mux frac, synth: 22.2%
  – Simple-Gate Area Share: roughly 6.9%
  – Yosys top cell area share: about three fifths
  – Ys Warns: 1
  – # Cells Yosys: about 370
  – Top logic family: multiplexers
  – Synthesized netlist cell count: between 300 and 400
  – Seq/Total Area, Yosys: a little over three fifths
  – Distinct cells, synth: 45
  – Yosys top cell by area: edfxtp_1
  – Post-synth EDFFs: between 100 and 150
  – Avg Synthesized Cell Area: 16.5 um^2
  – Dominant flop cell: edfxtp_1
  – Synthesis area per yosys: a little over 0.006 mm^2
  – Xor/xnor share: less than 1%
  – #FFs+latches synth: between 100 and 150
  – Synth Area in Compound Gates: approximately 3.0%
  – Top cells, area: edfxtp_1 59%, mux2_2 18%, dfrtp_1 3.7%

Timing
  – Final setup violation count: 0
  – Relative max-transition margin: around half
  – FMAX: 272 MHz
  – RSZ-0062 raised after global routing: false
  – Setup total negative slack: 0 ps
  – Hold_ws: 539 ps
  – Tcrit/Tclk final: 78.3%
  – Crit path time final: between 3000 and 4000 ps
  – Final worst slack: a little over 1000 ps
  – Endpoints failing hold: 0
  – Slew @ Worst Pin: 725 ps
  – Max Slew Vio Count: 0
  – Worst-case clock skew: 10.2 ps

Cells and area
  – Finished Core Util: 48.1%
  – Area growth syn-to-layout: 16.3%
  – Fin area: 0.00707 mm^2
  – Final Non-Filler Cells: 598
  – Fillers: 1194
  – Share of post-route cells with drive strength above 1: between 30% and 40%

Min path
  – Worst hold path class: reg2reg
  – Min-delay src: thre_t
  – Hold depth: 2
  – Hold endpoint: thre_t

Run
  – Log Warnings: 28
  – Max Cap Viol: 0

Route
  – Post-Route WL: 10.0 mm
  – First-pass DRT Iterations: 18
  – DRT iter0 DRCs: 164
  – ANT cells: 0
  – Drt wl/cell: around 17 um
  – Final ANT Viol Nets: 0
  – DR vias: 3074
  – Vias per cell: between 5 and 6
  – Drt drc: 0
==> power breakdown <==
group          internal [mW]  switching, mW  total, mW
logic                  0.494          0.500      0.994
clock network          0.826          0.455       1.28
registers               1.73          0.143       1.87
total                   3.05           1.10       4.15
==> metal layers <==
metal,GRT usage [%],wire length (um)
met4,2.08,125
met5,0,0
met2,22.4,4830
met3,4.67,622
met1,21.3,4460
==> synth_stat cells, types with 2 or more instances <==
master         instances
a21boi_0               2
a21oi_1                6
a31oi_1                2
and2_1                 3
buf_6                  3
clkbuf_1               5
dfrtp_1                9
dlygate4sd3_1          4
edfxtp_1             120
ha_1                   9
inv_1                 10
mux2_2                96
mux2_4                15
mux2i_1                3
nand2_1               15
nand2_2                4
nand2_4                8
nand2b_1               3
nand3_1                6
nor2_1                 9
nor2b_1                4
nor4_4                 2
o21ai_0                3
o31ai_1                2
or2_2                  3
xnor2_1                2
xor2_1                 2
==> critical path, stage by stage <==
cell and delay (ps):
clkdlybuf4s50_1 480, nand2b_1 270, inv_1 200, ha_1 450
and3_2 240, a21oi_1 60, nor2_1 460, nand2_4 190
o211ai_1 400
==> state kept, by name, summed over array words and instances, names as in the netlist <==
register,cells
thre_t,1
empty_t,1
overrun_t,1
underrun_t,1
mem,120
waddr,4
full_t,1
==> cell type report <==
| class | count | area, um^2 | share of cell area, % |
|---|---|---|---|
| clock buffers | 20 | 437 | 6.18 |
| flip-flops and latches | 129 | 3830 | 54.2 |
| multi-input cells | 214 | 2100 | 29.7 |
| repair buffers | 30 | 298 | 4.21 |
| inverters | 10 | 37.5 | 0.531 |
| well taps | 184 | 230 | 3.26 |
| clock inverters | 11 | 140 | 1.98 |
==> worst max path at each step <==
stage            from         to  slack, ps
finish        push_in  mem[0][3]       1020
global route  push_in  mem[0][3]        830
CTS           push_in  mem[0][3]       1040
==> cells by family after synthesis <==
logic type               count (synthesis)
AND-OR/OR-AND                           22
multiplexers                           115
adder cells (fa/ha/maj)                  9
XOR/XNOR                                 4
buffers and inverters                   25
AND/OR/NAND/NOR                         64
flip-flops                             129
==> cells in the final DEF (no fill, tap or decap), types with 3 or more instances in the layout <==
cell / count
a21oi_1: 6
and2_1: 3
bufinv_16: 3
clkbuf_1: 3
clkbuf_16: 17
clkdlybuf4s50_1: 29
dfrtp_1: 9
edfxtp_1: 120
ha_1: 9
inv_1: 10
mux2_2: 96
mux2_4: 15
mux2i_1: 3
nand2_1: 15
nand2_2: 4
nand2_4: 8
nand2b_1: 3
nand3_1: 6
nor2_1: 9
nor2b_1: 4
o21ai_0: 3
or2_2: 3
Power and IR drop assume default switching activity.
